$ cat design.v
`timescale 1ns / 1ps
module register_always_combine2(
   input clk,
	input neg_clk,
   input reset,
   input [1:0] read_register1,
   input [1:0] read_register2,
   input [1:0] write_register,
   input reg_write,
   input [7:0] write_data,
   output [7:0] read_data1,
   output [7:0] read_data2,
   output [7:0] register0,
   output [7:0] register1,
   output [7:0] register2,
   output [7:0] register3,
   output write_now
    );
   reg [7:0] register[4:0];
   integer i;
   reg write_en;
   assign write_now = write_en;
   initial begin
      for (i = 0; i < 4; i = i+1) register[i] = 8'b0;
   end
   always@(*) begin  
      if (reg_write && neg_clk && ~write_en && ~reset) write_en = 1;
      if (clk) write_en = 0;
      if (reset==1) begin
         write_en = 0;
         for (i = 0; i < 4; i = i+1) register[i] = 8'b0;
      end
      else if (write_en ==1)begin
         register[write_register] = write_data;
      end
   end
   assign read_data1 = register[read_register1];
   assign read_data2 = register[read_register2];
   assign register0 = register[0];
   assign register1 = register[1];
   assign register2 = register[2];
   assign register3 = register[3];
endmodule
$ cat constraint.sdc
current_design register_always_combine2

set clk_period 1.6
set clk_io_pct 0.2

create_clock -name clk0 -period $clk_period

set non_clock_inputs [all_inputs -no_clocks]
set_input_delay [expr $clk_period * $clk_io_pct] -clock clk0 $non_clock_inputs
set_output_delay [expr $clk_period * $clk_io_pct] -clock clk0 [all_outputs]
$ cat config.mk
export PLATFORM = sky130hd
export DESIGN_NAME = register_always_combine2
export DESIGN_NICKNAME = register_always_combine2
export VERILOG_FILES = /design/flow/design.v
export SDC_FILE = /design/flow/constraint.sdc
export NUM_CORES = 4
export LEC_CHECK = 1
export CORE_AREA = 10 10 107 107
export DIE_AREA = 0 0 117 117
$ cat run.sh
#!/bin/bash
# OpenROAD 26Q1-2900-gdf79404cd8, Yosys 0.63+post, stock flow scripts
make -C /OpenROAD-flow-scripts/flow DESIGN_CONFIG=/design/flow/config.mk WORK_HOME=/design/flow/orfs finish
==> reports/results.md <==
| Metric | Reported | Unit |
|:---|:---|:---|
| Outcome | complete, no violations | - |
| Number of flops mapped to enable cells by yosys | 0 | - |
| LEAKAGE | 0.7841 | nW |
| Dominant cell area share | 0.4883 | - |
| Wire length of the first global-routing pass | 6223 | µm |
| Multi-input gate area | 475.5 | µm² |
| Quantity of I/O buffers inserted on ports | 67 | - |
| Cell count listed in synth_stat.txt | 74 | - |
| Post-synthesis async set-or-reset flop share | 0 | - |
| Power per unit of standard cell area | 184.4 | mW/mm² |
| Sink of the worst hold path | read_data1[2] | - |
| Post-synthesis instance total | 74 | - |
| Highest fanout seen on the critical path | 7 | - |
| Sum of internal, switching and leakage power | 0.0003528 | W |
| Overall die height | 117 | µm |
| Core Region | 0.009196 | mm² |
| Total number of warnings across the stage logs | 32 | - |
| Transition time at the pin with the least slew margin | 790.9 | ps |
| Total negative slack for setup checks | 0 | ps |
| DR WL met2 | 2251 | µm |
| Pin count of the biggest net entering global routing | 15 | - |
| Commonest cells post-synth | sky130_fd_sc_hd__dlxtn_1 (33), sky130_fd_sc_hd__mux4_2 (16), sky130_fd_sc_hd__nor2b_1 (8) | - |
| Count of endpoints failing hold in the final timing report | 0 | - |
| Met1 wire length | 1535 | µm |
| Post-Syn Area per Cell | 13.71 | µm² |
| Clock period minus worst slack | 1560 | ps |
| Kind of launch point of the worst setup path | input pin | - |
| Minimum hold slack | 1206 | ps |
| Class of the worst hold path | input pin to output port | - |
| IO Count | 67 | - |
| Achievable Freq | 641.2 | MHz |
| Layout Area Growth over Synthesis | 88.53 | % |
| Wirelength, routed | 4328 | µm |
| Number of unconstrained endpoints | 66 | - |
| Count of unresolved DRC violations after routing | 0 | - |
| Area occupied by registers | 495.5 | µm² |
| Library cell with the largest summed area after synthesis | sky130_fd_sc_hd__dlxtn_1 | - |
| Top routing layer in use | met3 | - |
| Hold_buf cts | 0 | - |
| Average via count per standard cell | 3.517 | - |
| Count of unclocked register or latch pins | 33 | - |
| Crit path required time | 1280 | ps |
| Setup crit end kind | output port | - |
| Setup repair after global routing missed its margin | false | - |
| Number of global-route vias before repair | 1028 | - |
| Number of detailed-routing iterations run before antenna repair | 4 | - |
| Cell area after synthesis | 0.001015 | mm² |
| Share of post-route cells with drive strength above 1 | 0.3026 | - |
| Commonest flop | sky130_fd_sc_hd__dlxtn_1 | - |
| Fp util | 0.1103 | - |
| Detailed route wirelength on metal3 | 542 | µm |
| Average detailed-routed wire length per instance | 16.46 | µm |
| Placer congestion estimate | 0.7165 | - |
| Startpoint of the lowest-slack hold path | read_register1[0] | - |
| Post-DRT Antenna Nets | 0 | - |
| Number of instances on the worst hold path | 4 | - |
| Final core occ | 0.2080 | - |
| Antenna violations before repair | 0 | - |
| # fillers | 990 | - |
| Global Route Usage Sum | 0.06159 | - |
| Kind of critical path | input pin to output port | - |
| Distinct cell type count after synthesis | 15 | - |
| Number of flip-flops and latches in the synthesized netlist | 33 | - |
| Arrival time at the worst endpoint | 1240 | ps |
| Congestion Overflow GR | 0 | - |
| Count of synthesis-stage warnings from yosys | 4 | - |
| Number of setup violations in the final report | 0 | - |
| Chip area from the yosys synthesis statistics | 0.001015 | mm² |
| Die X | 117 | µm |
| Total count of max-transition violations in the final report | 0 | - |
| DIE AREA | 0.01369 | mm² |
| Maximum vdd drop | 0.05941 | mV |
| Most frequent cell after synthesis | sky130_fd_sc_hd__dlxtn_1 | - |
| Rows | 35 | - |
| Worst max-slew margin expressed relative to the limit | 0.4727 | - |
| Antenna diodes | 0 | - |
| Vias | 925 | - |
| Post-synth area hogs | sky130_fd_sc_hd__dlxtn_1 (49%), sky130_fd_sc_hd__mux4_2 (36%), sky130_fd_sc_hd__nor2b_1 (4.9%), sky130_fd_sc_hd__buf_6 (2.2%), sky130_fd_sc_hd__nor3b_1 (1.5%) | - |
| Max-cap violations | 0 | - |
| Final Cycle Share | 0.9748 | - |
| DRC marker count from the first detailed-route iteration | 31 | - |
==> per-stage QoR <==
step	setup WS, ps	instance area [µm²]	cells
after floorplan	366.5	1015	74
after global placement	-651.3	1883	253
after detailed placement	-664.7	1883	253
after CTS	0.6122	1907	263
after global routing	3.965	1913	263
final	40.32	1913	263
==> final cells by class <==
type	instances	share of cell area
inverter	2	0.003924
multi-input combinational	34	0.2485
sequential	33	0.2590
tap	111	0.07260
timing repair buffer	83	0.4160
==> worst max-delay path by stage <==
stage,startpoint,end,slack (ps),cells past startpoint
CTS,read_register1[0],read_data1[3],0.6,5
global route,read_register1[0],read_data1[3],4,5
finish,read_register2[0],read_data2[4],40,5
==> placed cells by master, fill, tap and decap left out <==
| cell | instances |
|---|---|
| sky130_fd_sc_hd__a21oi_1 | 2 |
| sky130_fd_sc_hd__mux4_2 | 16 |
| sky130_fd_sc_hd__inv_1 | 2 |
| sky130_fd_sc_hd__a31oi_1 | 1 |
| sky130_fd_sc_hd__buf_6 | 4 |
| sky130_fd_sc_hd__a21o_1 | 1 |
| sky130_fd_sc_hd__nor2_1 | 1 |
| sky130_fd_sc_hd__dlygate4sd2_1 | 2 |
| sky130_fd_sc_hd__dlxtn_1 | 33 |
| sky130_fd_sc_hd__buf_4 | 9 |
| sky130_fd_sc_hd__buf_8 | 1 |
| sky130_fd_sc_hd__nor2b_1 | 8 |
| sky130_fd_sc_hd__nor3b_1 | 2 |
| sky130_fd_sc_hd__buf_12 | 4 |
| sky130_fd_sc_hd__a41oi_1 | 1 |
| sky130_fd_sc_hd__buf_2 | 12 |
| sky130_fd_sc_hd__a311oi_1 | 1 |
| sky130_fd_sc_hd__nor3_1 | 1 |
| sky130_fd_sc_hd__clkdlybuf4s50_1 | 47 |
| sky130_fd_sc_hd__clkdlybuf4s15_1 | 4 |
==> report_power, final <==
part | switching (W) | internal (W)
logic | 0.0000919 | 0.000183
clock network | 0 | 0
registers | 0.0000155 | 0.0000619
==> worst max-delay path, stage by stage <==
cell	delay (ps)
sky130_fd_sc_hd__buf_6	70
sky130_fd_sc_hd__buf_12	110
sky130_fd_sc_hd__buf_4	110
sky130_fd_sc_hd__mux4_2	490
sky130_fd_sc_hd__buf_2	130
==> routing by layer <==
metal,vias up,global-route usage
li1,437,-
met1,439,0.06425
met2,49,0.1151
met3,0,0.03044
met4,0,0
met5,-,0
==> sequential cells by signal, summed over array words and instances, names as in the netlist <==
signal    cells
write_en      1
register     32
==> timing repair <==
| action | 4_1_cts | 5_1_grt |
|---|---|---|
| setup endpoints to repair | 16 | 4 |
| gates resized | 59 | 1 |
| hold endpoints to repair | 0 | 0 |
| buffers inserted | 10 | 0 |
| pin swaps | 0 | 0 |
==> kinds of logic (layout without fill, tap and decap cells) <==
kind of cell	count (synthesis)	count (layout)	synth area share
latches	33	33	0.4883
simple gates	12	12	0.07274
buf+inv	7	85	0.04315
compound gates	6	6	0.04070
mux	16	16	0.3551
Power and IR drop assume default switching activity.
