--- config.mk ---
export PLATFORM = sky130hd
export DESIGN_NAME = register_always_combine
export DESIGN_NICKNAME = register_always_combine
export VERILOG_FILES = /design/flow/design.v
export SDC_FILE = /design/flow/constraint.sdc
export NUM_CORES = 4
export LEC_CHECK = 1
export CORE_AREA = 10 10 85 85
export DIE_AREA = 0 0 95 95
--- constraint.sdc ---
current_design register_always_combine

set clk_period 1.0
set clk_io_pct 0.2

create_clock -name clk0 -period $clk_period

set non_clock_inputs [all_inputs -no_clocks]
set_input_delay [expr $clk_period * $clk_io_pct] -clock clk0 $non_clock_inputs
set_output_delay [expr $clk_period * $clk_io_pct] -clock clk0 [all_outputs]
--- design.v ---
`timescale 1ns / 1ps
module register_always_combine(
   input clk,
	input neg_clk,
   input reset,
   input [1:0] read_register1,
   input [1:0] read_register2,
   input [1:0] write_register,
   input reg_write,
   input [7:0] write_data,
   output [7:0] read_data1,
   output [7:0] read_data2,
   output [7:0] register0,
   output [7:0] register1,
   output [7:0] register2,
   output [7:0] register3,
   output write_now
    );
   reg [7:0] register[4:0];
   integer i;
   reg write_en;
   assign write_now = write_en;
   initial begin
      for (i = 0; i < 4; i = i+1) register[i] = 8'b0;
   end
   always@(reg_write, neg_clk, write_en, reset, clk) begin  
		if (~reg_write && clk && write_en && reset) write_en = 1;  
		if (negclk) write_en = 0;
		if (~reset) write_en = 0;
      if (~write_en) begin
         register[write_register] = write_data;
      end
		if (~reset) begin
			for (i = 0; i < 4; i = i+1) register[i] = 8'b0;
		end
   end
   assign read_data1 = register[read_register1];
   assign read_data2 = register[read_register2];
   assign register0 = register[0];
   assign register1 = register[1];
   assign register2 = register[2];
   assign register3 = register[3];
endmodule
--- run.sh ---
#!/bin/bash
# OpenROAD 26Q1-2900-gdf79404cd8, Yosys 0.63+post, stock flow scripts
make -C /OpenROAD-flow-scripts/flow DESIGN_CONFIG=/design/flow/config.mk WORK_HOME=/design/flow/orfs finish
==> impl_table.tex <==
% Table of physical implementation metrics
\begin{tabular}{lr}
\hline
Metric & Value \\
\hline
\multicolumn{2}{l}{\textbf{Global routing}} \\
\quad Residual overflow from global routing & 0 \\
\quad Largest net degree at the start of global routing & 13 \\
\quad Global-route total usage across every layer & 7.82\% \\
\quad Vias in the first global route & 923 \\
\quad Number of antenna violations at the first check in global routing & 0 \\
\quad Global-route wire length before repair & 5420 microns \\
\multicolumn{2}{l}{\textbf{Synthesis}} \\
\quad Synth Warn \# & 5 \\
\quad Post-synth area from yosys stat & 972 sq um \\
\quad Synthesized cell area & 972 sq um \\
\quad Area share of fa/ha/maj cells after synthesis & 0\% \\
\quad Xor and xnor fraction of the mapped netlist area & 0\% \\
\quad Library cell with the largest summed area after synthesis & sky130\_fd\_sc\_hd\_\_dlxtn\_1 \\
\quad Mux share & 37.1\% \\
\quad Avg Synthesized Cell Area & 14.3 sq um \\
\quad Basic-gate share of the synthesized area counting and, or, nand and nor cells & 5.15\% \\
\quad Portion of synthesized cell area occupied by the leading cell type & 49.4\% \\
\quad Synthesis-stage register bit count & 32 \\
\quad Number of unique standard cell types used by synthesis & 11 \\
\quad Count of mapped cells out of synthesis & 68 \\
\quad Main area contributors & sky130\_fd\_sc\_hd\_\_dlxtn\_1 49\%, sky130\_fd\_sc\_hd\_\_mux4\_2 37\%, sky130\_fd\_sc\_hd\_\_and2\_1 5.1\%, sky130\_fd\_sc\_hd\_\_buf\_6 2.3\%, sky130\_fd\_sc\_hd\_\_a21boi\_0 1.5\% \\
\quad Comb area leader & multiplexers \\
\quad Synth Area in Compound Gates & 3.09\% \\
\quad Yosys cell count & 68 \\
\multicolumn{2}{l}{\textbf{Timing}} \\
\quad RSZ-0062 raised after global routing & true \\
\quad Total count of hold-check failures in the final report & 0 \\
\quad Relative slew slack & 59.9\% \\
\quad Slew of the pin with the lowest slew margin & 0.596 ns \\
\quad Final-report max-slew violation count & 0 \\
\quad Final setup violation count & 16 \\
\quad Final clock period utilization by the worst path & 122\% \\
\quad Slack of the critical path & -0.224 ns \\
\quad Endpoints left unconstrained & 64 \\
\quad Count of unclocked register or latch pins & 32 \\
\quad Max Clock Freq & 817 MHz \\
\quad Time the worst path needs with I/O delays and setup & 1.22 ns \\
\multicolumn{2}{l}{\textbf{Drt}} \\
\quad Uppermost layer routed & met3 \\
\quad Met1 routed wirelength after detailed routing & 1460 microns \\
\quad Total met3 wirelength after detailed routing & 370 microns \\
\quad Remaining antenna violation count after routing & 0 \\
\quad Total via count in the routed design & 826 \\
\quad Total wire length & 3600 microns \\
\quad First drt pass iteration count & 4 \\
\quad Number of DRC violations after detailed routing & 0 \\
\quad Met2 wirelength from detailed routing & 1770 microns \\
\quad 1st-iter DRT viols & 16 \\
\quad Avg WL per Cell & 17.2 microns \\
\quad Average vias per placed instance & 3.95 \\
\quad Diodes inserted & 0 \\
\multicolumn{2}{l}{\textbf{Place}} \\
\quad Final estimated routing congestion in global placement & 0.741 \\
\quad Post-detail-place hpwl & 2970 microns \\
\quad Total of buffers placed on input and output ports & 63 \\
\quad Placed cell area & 1740 sq um \\
\quad Placed insts & 204 \\
\quad DP Worst Slack & -1.00 ns \\
\multicolumn{2}{l}{\textbf{Critical path}} \\
\quad Startpoint type of the worst setup path & input port \\
\quad Critical path data required time & 0.80 ns \\
\quad Maximum net fanout on the critical path & 6 \\
\quad Critical path endpoint category & output pin \\
\quad Critical path data arrival time & 1.02 ns \\
\quad CP Class & input port to output pin \\
\multicolumn{2}{l}{\textbf{Die}} \\
\quad DIE WIDTH & 95 microns \\
\quad Area of the placeable core & 5470 sq um \\
\quad Effective utilization at floorplan & 17.8\% \\
\quad Full die area & 9030 sq um \\
\quad Num ports & 67 \\
\quad Row Count & 27 \\
\quad Chip height & 95 microns \\
\multicolumn{2}{l}{\textbf{Layout}} \\
\quad Share of layout cells above drive strength 1 & 35.0\% \\
\quad Post-route design area & 1720 sq um \\
\quad Number of flip-flops in the largest register & 32 \\
\quad Final standard cell count with taps included and fillers excluded & 209 \\
\quad Layout area overhead & 77.2\% \\
\multicolumn{2}{l}{\textbf{Power}} \\
\quad Largest voltage drop on the vdd net & 0.155 mV \\
\quad Pleak & 0.737 nW \\
\quad Cell Pwr Density & 282 nW/um\^{}2 \\
\multicolumn{2}{l}{\textbf{Outcome}} \\
\quad Status & complete, but fails checks \\
\quad Violated checks & setup timing \\
\multicolumn{2}{l}{\textbf{Flow run}} \\
\quad Tally of max-capacitance violations & 0 \\
\quad OpenROAD warnings & 37 \\
\multicolumn{2}{l}{\textbf{Min path}} \\
\quad Hold WC Path Type & input port to output pin \\
\hline
\end{tabular}
==> synthesized netlist by cell type, drive strengths merged <==
library cell and count:
a21boi 2, and2 8, buf 3, clkbuf 3, conb 1, dlxtn 32
inv 1, mux4 16, o21a 2
==> power breakdown <==
part           switching, mW  internal (mW)  total, mW
Sequential            0.0178         0.0946      0.112
Combinational          0.126          0.247      0.373
Clock                      0              0          0
Total                  0.144          0.341      0.485
==> timing repair <==
item | in CTS | in global routing
setup endpoints to repair | 16 | 16
endpoints found under the hold margin | 0 | 0
hold buffers | 0 | 0
buffers inserted | 7 | 0
cloned | 0 | 0
pin swaps | 0 | 0
gates resized | 73 | 6
==> worst max-delay path, cell delays in order <==
cell and delay (ns):
sky130_fd_sc_hd__buf_12 0.10, sky130_fd_sc_hd__buf_6 0.10, sky130_fd_sc_hd__mux4_2 0.49, sky130_fd_sc_hd__buf_2 0.13
==> path summary, 6_finish.rpt <==
| kind | start | end | slack (ns) | depth (start not counted) |
|---|---|---|---|---|
| hold / removal | read_register2[0] | read_data2[3] | 0.79 | 3 |
| setup / recovery | read_register1[0] | read_data1[5] | -0.22 | 4 |
==> metrics by stage <==
step	power, mW	util [%]	hold WS (ns)	TNS, ns
2_1_floorplan	0.242	-	0.721	0
3_3_place_gp	0.500	31.8	1.68	-15.87
3_5_place_dp	0.504	31.8	1.67	-15.93
4_1_cts	0.509	32.1	0.888	-4.51
5_1_grt	0.524	31.5	0.820	-3.46
6_report	0.485	31.5	0.792	-2.97
==> kinds of logic (layout without fill, tap and decap cells) <==
family	Yosys count	count (layout)
AOI/OAI and AO/OA	4	4
buffers and inverters	7	76
latches	32	32
muxes	16	16
other	1	1
and+or+nand+nor	8	8
==> routing by layer <==
layer	GRT usage, %	up-vias
met1	9.60	399
met2	13.4	39
met5	0	-
met3	3.29	0
li1	-	388
met4	0	0
==> area by class of cell <==
class / instances / area (sq um)
multi-input cells: 29 / 444
flip-flops and latches: 32 / 480
fillers: 558 / 3750
repair buffers: 75 / 704
inverters: 1 / 3.75
well taps: 72 / 90.1
==> layout by cell type (no fill, tap or decap), drive strengths merged <==
cell type and n:
clkdlybuf4s50 43, dlxtn 32, buf 30, mux4 16, and2 8, a21boi 2, o21a 2, clkbuf 2
inv 1, conb 1
No activity file was given, so power comes from the tool's default toggle rates.
