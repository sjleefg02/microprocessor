===== ./constraint.sdc =====
current_design dataMemory

set clk_period 7.0
set clk_io_pct 0.2

create_clock -name clk0 -period $clk_period

set non_clock_inputs [all_inputs -no_clocks]
set_input_delay [expr $clk_period * $clk_io_pct] -clock clk0 $non_clock_inputs
set_output_delay [expr $clk_period * $clk_io_pct] -clock clk0 [all_outputs]

===== ./design.v =====
`timescale 1ns / 1ps
module dataMemory(
	 input memRead,
	 input memWrite,
    input [7:0] address,
	 input [7:0] writeData,
	 input clk,
	 input reset,
	 output [7:0] readData
    );
	 reg[7:0] mem[31:0];
	 integer i;
	 wire write_en;
	 initial begin
		for(i = 0; i < 16; i = i + 1)
			mem[i] <= i;
		for(i = 16; i < 32; i = i + 1)
			mem[i] <= 16-i;
	 end
	assign write_en = (clk || reset || ~memWrite)? 0: 1;
	always @(posedge write_en or posedge reset) begin
		if (reset) begin
		for(i = 0; i < 16; i = i + 1)
				mem[i] <= i;
		for(i = 16; i < 32; i = i + 1)
				mem[i] <= 16-i;
		end
		else begin
		mem[address] <= writeData;
		end
	end
	 assign readData = (memRead)? mem[address]: 8'b0;  
endmodule

===== ./config.mk =====
export PLATFORM = sky130hd
export DESIGN_NAME = dataMemory
export DESIGN_NICKNAME = dataMemory
export VERILOG_FILES = /design/flow/design.v
export SDC_FILE = /design/flow/constraint.sdc
export NUM_CORES = 4
export LEC_CHECK = 1
export CORE_UTILIZATION = 40

===== ./run.sh =====
#!/bin/bash
# OpenROAD 26Q1-2900-gdf79404cd8, Yosys 0.63+post, stock flow scripts
make -C /OpenROAD-flow-scripts/flow DESIGN_CONFIG=/design/flow/config.mk WORK_HOME=/design/flow/orfs finish

==> flow_metrics.rpt <==
PHYSICAL IMPLEMENTATION REPORT
----------------------------------------------------
[Cells and area]
  Fillers ........................ 2766
  P&R area growth vs syn ........................ 6.25%
  Biggest register ........................ mem
  Largest regs ........................ mem: 256 flops
  Count of placed standard cells in the final layout, fillers left out ........................ 1386
  Fraction of final layout cells sized beyond drive strength 1 ........................ 45.9%
  Largest register FFs ........................ 256

[Worst setup path]
  Crit path launch ........................ address[1]
  Crit Path Max Fanout ........................ 17
  Arrival time reported for the critical path endpoint ........................ 4.76 ns
  Crit-path slowest cell ........................ sky130_fd_sc_hd__nor2b_2
  Cell repeated most along the worst path ........................ sky130_fd_sc_hd__clkdlybuf4s50_1
  Crit-path cells ........................ clkdlybuf4s50_1, buf_4, nor2b_2, and2_1, a22oi_1, and4_1, a31oi_1, clkdlybuf4s50_1
  CP Data Required Time ........................ 5.60 ns
  Nature of the critical path startpoint ........................ primary input
  Capturing element type of the critical path ........................ output pin
  Start-to-end type of the worst setup path ........................ in -> out
  Worst stage delay on the critical path ........................ 0.73 ns
  Dominant delay contributor by cell family on the critical path ........................ simple AND/OR/NAND/NOR gates
  Worst path bufs/invs ........................ 3

[Clock tree]
  Number of setup buffers added after CTS ........................ 0
  Cts repair resizes ........................ 0
  # hold bufs at CTS ........................ 0

[Routing]
  Number of diodes added for antenna fixing ........................ 0
  Sum of routed wire length over all layers ........................ 34.4 mm
  Iteration tally of the first detailed-router pass ........................ 5
  Post-route DRC violation count ........................ 0
  Routed wirelength normalized by instance count ........................ 24.9 um
  Antenna-violating nets left ........................ 0
  Initial detailed-routing violation count ........................ 485
  Via count ........................ 8191
  Vias per cell ........................ 5.91

[Timing]
  Endpoints left unconstrained ........................ 256
  Fmax ........................ 162 MHz
  Number of endpoints with negative hold slack in the final report ........................ 0
  Final clock period utilization by the worst path ........................ 88.0%
  Setup repair after global routing missed its margin ........................ false
  Final Setup Violations ........................ 0
  Slew margin rel. ........................ 42.2%
  Register pins left without a clock ........................ 256
  Final number of max-transition violations ........................ 0
  Slew of the pin with the lowest slew margin ........................ 0.859 ns
  Post-Route Setup TNS ........................ 0 ns
  Minimum clock period ........................ 6.16 ns

[Synth]
  Combined area of all synthesized cells ........................ 0.0123 mm2
  Async set-reset flop share out of synthesis ........................ 100%
  Flip-flops with a built-in enable ........................ 0
  Mean instance size in the synthesized netlist ........................ 12.3 um2
  Yosys Warn Count ........................ 2
  #FFs+latches synth ........................ 256
  Yosys stat cell total ........................ 997
  Yosys chip area ........................ 0.0123 mm2
  Register area share after synthesis ........................ 53.5%
  Number of different library cells in the post-synthesis netlist ........................ 60
  Most frequently used flop master after synthesis ........................ sky130_fd_sc_hd__dfrtn_1
  Post-Syn Instances ........................ 997

[Die]
  Fraction of the core area occupied by cells at floorplan ........................ 41.1%
  Overall chip area ........................ 0.0314 mm2
  Die span in y ........................ 177 um
  Row count ........................ 63
  Top-level I/O count ........................ 28
  Die outline width ........................ 177 um
  Core area ........................ 0.0299 mm2

[GRT]
  Number of global-route vias before repair ........................ 8397
  Total global routing overflow ........................ 0
  All-Layer GR Usage ........................ 24.0%
  First-pass GRT wire length ........................ 53.2 mm
  Maximum number of pins on one net before global-route repair ........................ 104
  Antenna violations before repair ........................ 0

[Placed design]
  Buffers added on ports ........................ 25
  Placed cell count ........................ 1386
  Sum of net half-perimeters after detailed placement ........................ 23.3 mm
  Gp weighted congestion ........................ 0.884

[Hold path]
  Type of the tightest min-delay check ........................ in -> out
  Worst min-delay path startpoint ........................ memRead

[Power and ir drop]
  Power density of the placed cells ........................ 28.8 mW/mm2
  PnR Total Power ........................ 376 uW
  Standby leakage power ........................ 5.31 nW
  VDD IR max ........................ 0.0000255 V

[Job]
  Reported max-cap violation count ........................ 0
  Warning total across the stage logs ........................ 37

[Status]
  Run status ........................ finished clean

----------------------------------------------------
logic make-up after synthesis:
group | synth area share [%]
muxes | 22.1
buffers and inverters | 3.78
and+or+nand+nor | 14.0
AOI/OAI and AO/OA | 6.70
DFF | 53.5
per-layer routing:
metal	GRT usage, %	routed length (um)
met1	35.7	14700
met2	35.3	15700
met3	6.57	2870
met4	7.18	1130
met5	2.40	99
path summary, 6_finish.rpt:
| check | end | cells past startpoint |
|---|---|---|
| setup / recovery | readData[6] | 8 |
| hold / removal | readData[3] | 4 |
metrics by stage:
| stage | worst slack (ns) | cell area [um2] | util, % | hold slack [ns] |
|---|---|---|---|---|
| finish | 0.841 | 13000 | 43.7 | 4.13 |
| global route | 0.660 | 13000 | 43.7 | 4.26 |
| CTS | 0.830 | 13000 | 43.7 | 4.18 |
| detailed placement | 0.853 | 13000 | 43.7 | 4.18 |
| floorplan | 2.95 | 12300 | - | 2.87 |
| global placement | 0.802 | 13000 | 43.7 | 4.18 |
final cells by class:
class	count	area [um2]	share of cell area [%]
flip-flops and latches	256	6560	50.3
multi-input cells	652	5270	40.4
inverters	3	20.0	0.154
well taps	390	488	3.74
repair buffers	85	701	5.37
worst min-delay path: cells and delay by family:
kind	cells	cell delay [ns]
buffers and inverters	2	1.08
AOI/OAI and AO/OA	2	0.26
cells in the mapped netlist, types with 4 or more instances:
| master | number | area share [%] |
|---|---|---|
| sky130_fd_sc_hd__nand3_1 | 66 | 2.7 |
| sky130_fd_sc_hd__and3b_1 | 7 | 0.50 |
| sky130_fd_sc_hd__o21ai_0 | 15 | 0.61 |
| sky130_fd_sc_hd__buf_2 | 37 | 1.5 |
| sky130_fd_sc_hd__buf_4 | 12 | 0.73 |
| sky130_fd_sc_hd__buf_6 | 5 | 0.46 |
| sky130_fd_sc_hd__nand4_1 | 16 | 0.82 |
| sky130_fd_sc_hd__and4_1 | 10 | 0.71 |
| sky130_fd_sc_hd__nor2_1 | 14 | 0.43 |
| sky130_fd_sc_hd__nand2b_1 | 5 | 0.25 |
| sky130_fd_sc_hd__a21oi_1 | 5 | 0.20 |
| sky130_fd_sc_hd__dfrtn_1 | 132 | 27 |
| sky130_fd_sc_hd__a22oi_1 | 17 | 1.0 |
| sky130_fd_sc_hd__a2111oi_0 | 11 | 0.78 |
| sky130_fd_sc_hd__and3_1 | 36 | 1.8 |
| sky130_fd_sc_hd__nor4_1 | 6 | 0.31 |
| sky130_fd_sc_hd__a22o_1 | 8 | 0.57 |
| sky130_fd_sc_hd__dfstp_2 | 124 | 27 |
| sky130_fd_sc_hd__a32o_1 | 7 | 0.57 |
| sky130_fd_sc_hd__clkbuf_1 | 31 | 0.95 |
| sky130_fd_sc_hd__mux2_2 | 238 | 22 |
| sky130_fd_sc_hd__nand2_1 | 86 | 2.6 |
| sky130_fd_sc_hd__nand2_2 | 10 | 0.51 |
| sky130_fd_sc_hd__a32oi_1 | 21 | 1.5 |
| sky130_fd_sc_hd__a31oi_1 | 8 | 0.41 |
| sky130_fd_sc_hd__nor2_2 | 4 | 0.20 |
| sky130_fd_sc_hd__nor2b_1 | 5 | 0.25 |
| sky130_fd_sc_hd__and2_1 | 11 | 0.56 |
report_power, final:
| part | total, mW | switching, mW | internal [mW] |
|---|---|---|---|
| registers | 0.107 | 0.0122 | 0.0950 |
| clock network | 0 | 0 | 0 |
| logic | 0.269 | 0.178 | 0.0911 |
| total | 0.376 | 0.190 | 0.186 |
cells in the final DEF, fill, tap and decap left out, drive strengths merged, types with 5 or more instances in the layout:
master / count
a22o: 8
nand2b: 5
and4: 10
a32oi: 21
mux2: 239
buf: 60
nand2: 96
and3b: 7
a32o: 7
o21ai: 15
nand4: 16
nor2: 18
nor3: 7
a21oi: 5
a31oi: 8
a2111oi: 11
clkdlybuf4s50: 25
and3: 36
a22oi: 17
dfrtn: 132
nor3b: 5
nand3: 67
and2: 11
nor2b: 5
dfstp: 124
nor4: 7
Power is estimated from default activity; no workload was simulated.
